$ cat run.sh
#!/bin/bash
# OpenROAD 26Q1-2900-gdf79404cd8, Yosys 0.63+post, stock flow scripts
make -C /OpenROAD-flow-scripts/flow DESIGN_CONFIG=/design/flow/config.mk WORK_HOME=/design/flow/orfs finish
$ cat config.mk
export PLATFORM = sky130hd
export DESIGN_NAME = sort_pe
export DESIGN_NICKNAME = sort_pe
export VERILOG_FILES = /design/flow/design.v
export SDC_FILE = /design/flow/constraint.sdc
export NUM_CORES = 4
export LEC_CHECK = 1
export CORE_UTILIZATION = 40
$ cat constraint.sdc
current_design sort_pe

set clk_period 7.6
set clk_io_pct 0.2

create_clock -name clk0 -period $clk_period [get_ports {clk}]

set non_clock_inputs [all_inputs -no_clocks]
set_input_delay [expr $clk_period * $clk_io_pct] -clock clk0 $non_clock_inputs
set_output_delay [expr $clk_period * $clk_io_pct] -clock clk0 [all_outputs]
$ cat design.v
`timescale 1ns/1ns
module sort4 # (
    parameter FIX_POINT_WIDTH = 16,
    parameter DATA_NUM = 1 
) (
    input clk,
    input rst,
    input sort_en,
    output  sort_finish,
    input [FIX_POINT_WIDTH-1:0] in1,
    input [FIX_POINT_WIDTH-1:0] in2,
    input [FIX_POINT_WIDTH-1:0] in3,
    input [FIX_POINT_WIDTH-1:0] in4,
    output  [FIX_POINT_WIDTH-1:0] out_small1,
    output  [FIX_POINT_WIDTH-1:0] out_small2,
    output  [FIX_POINT_WIDTH-1:0] out_large1,
    output  [FIX_POINT_WIDTH-1:0] out_large2
);
    reg  [2:0] cnt;
    reg  [FIX_POINT_WIDTH-1:0] num1;
    reg  [FIX_POINT_WIDTH-1:0] num2;
    reg  [FIX_POINT_WIDTH-1:0] num3;
    reg  [FIX_POINT_WIDTH-1:0] num4;
    always @(posedge clk) begin
        if (rst) cnt <= 0;
        else if (sort_en && cnt < 'd6) cnt <= cnt + 1;
        else cnt <= 0;
    end
    assign sort_finish = (cnt == 6) ? 1 : 0;
    always @(posedge clk) begin
        if (rst) begin
            num1 <= 0;
            num2 <= 0;
            num3 <= 0;
            num4 <= 0;
        end
        else if (sort_en && cnt == 0) begin
            num1 <= in1;
            num2 <= in2;
            num3 <= in3;
            num4 <= in4;
        end
        else if (cnt == 1) begin
            if (num1 > num2) begin
                num1 <= num2;
                num2 <= num1;
                num3 <= num3;
                num4 <= num4; 
            end
            else begin
                num1 <= num1;
                num2 <= num2;
                num3 <= num3;
                num4 <= num4;
            end
        end
        else if (cnt == 2) begin
            if (num3 > num4) begin
                num1 <= num1;
                num2 <= num2;
                num3 <= num4;
                num4 <= num3;
            end
            else begin
                num1 <= num1;
                num2 <= num2;
                num3 <= num3;
                num4 <= num4;
            end
        end
        else if (cnt == 3) begin
            if (num2 > num3) begin
                num1 <= num1;
                num2 <= num3;
                num3 <= num2;
                num4 <= num4;
            end
            else begin
                num1 <= num1;
                num2 <= num2;
                num3 <= num3;
                num4 <= num4;
            end
        end
        else if (cnt == 4) begin
            if (num3 > num4) begin
                num1 <= num1;
                num2 <= num2;
                num3 <= num4;
                num4 <= num3;
            end
            else begin  
                num1 <= num1;
                num2 <= num2;
                num3 <= num3;
                num4 <= num4;
            end
        end
        else if (cnt == 5) begin
            if (num1 > num2) begin
                num1 <= num2;
                num2 <= num1;
                num3 <= num3;
                num4 <= num4;
            end
            else begin
                num1 <= num1;
                num2 <= num2;
                num3 <= num3;
                num4 <= num4;
            end
        end
        else if (cnt == 6) begin
            if (num2 > num3) begin
                num1 <= num1;
                num2 <= num3;
                num3 <= num2;
                num4 <= num4;
            end
            else begin
                num1 <= num1;
                num2 <= num2;
                num3 <= num3;
                num4 <= num4;
            end
        end
        else begin
            num1 <= num1;
            num2 <= num2;
            num3 <= num3;
            num4 <= num4;
        end
    end
    assign out_small1 = num1;
    assign out_small2 = num2;
    assign out_large1 = num3;
    assign out_large2 = num4;
endmodule
`timescale 1ns/1ns
module sort_pe # (
    parameter FIX_POINT_WIDTH = 16,
    parameter DATA_NUM = 1 
)(
	input clk,
	input rst,
    input write_enable,    
    input sort_en,
    input send_left,
    input send_right,
    input receive_left,
    input receive_right,
    input [FIX_POINT_WIDTH-1:0] write_data1,
    input [FIX_POINT_WIDTH-1:0] write_data2,
    input [FIX_POINT_WIDTH-1:0] in_right1,
    input [FIX_POINT_WIDTH-1:0] in_right2,
    output  [FIX_POINT_WIDTH-1:0] out_right1,
    output  [FIX_POINT_WIDTH-1:0] out_right2,
    input [FIX_POINT_WIDTH-1:0] in_left1,
    input [FIX_POINT_WIDTH-1:0] in_left2,
    output  [FIX_POINT_WIDTH-1:0] out_left1,
    output  [FIX_POINT_WIDTH-1:0] out_left2,
    output [2*FIX_POINT_WIDTH-1:0] out
);
    reg [FIX_POINT_WIDTH-1:0] num1;
    reg [FIX_POINT_WIDTH-1:0] num2;
    wire [FIX_POINT_WIDTH-1:0] small1;
    wire [FIX_POINT_WIDTH-1:0] small2;
    wire sort_finish;
    always @(posedge clk) begin
        if (rst) begin
            num1 <= 0;
            num2 <= 0;
        end
        else if (write_enable) begin   
            num1 <= write_data1;
            num2 <= write_data2;
        end
        else if (receive_left) begin  
            num1 <= (in_left1 === {FIX_POINT_WIDTH{1'bZ}}) ? num1 : in_left1;
            num2 <= (in_left2 === {FIX_POINT_WIDTH{1'bZ}}) ? num2 : in_left2;
        end
        else if (sort_finish) begin
            num1 <= small1;
            num2 <= small2;
        end
        else begin
            num1 <= num1;
            num2 <= num2;
        end
    end
    assign out_left1 = num1;
    assign out_left2 = num2;
    reg [FIX_POINT_WIDTH-1:0] in3;
    reg [FIX_POINT_WIDTH-1:0] in4;
    wire [FIX_POINT_WIDTH-1:0] out_large1;
    wire [FIX_POINT_WIDTH-1:0] out_large2;
    assign out_right1 = (send_right) ? out_large1 : 0;
    assign out_right2 = (send_right) ? out_large2 : 0;
    always @(posedge clk) begin
        if (rst) begin
            in3 <= 0;
            in4 <= 0;
        end
        else if (receive_right) begin
            in3 <= in_right1;
            in4 <= in_right2;
        end
        else begin
            in3 <= 0;
            in4 <= 0;
        end
    end
    sort4 #(
        .FIX_POINT_WIDTH(FIX_POINT_WIDTH),
        .DATA_NUM(DATA_NUM)
    ) u_sort4(
        .clk(clk),
        .rst(rst),
        .sort_en(sort_en),
        .sort_finish(sort_finish),
        .in1(num1),
        .in2(num2),
        .in3(in3),
        .in4(in4),
        .out_small1(small1),
        .out_small2(small2),
        .out_large1(out_large1),
        .out_large2(out_large2)
    );
    assign out = {num2,num1};
endmodule
==> design notes <==
Per report_power, the sequential group accounts for 37.8% of the total. TritonCTS built the clock tree. The run gives 33.16% for the proportion of synthesized chip area in sequential cells. The most common flop cell mapped by yosys is sky130_fd_sc_hd__dfxtp_1. Per the detail_route report, routed wire per instance is 16.84 um. Counting flops and latches in the post-synthesis netlist gives 131. Before any placement, the netlist area is recorded as 7908 um2. The tools report the total number of clock tree sinks as 131. The first global-routing pass estimated 37,990 um of wire. Timing would allow up to 0.2118 GHz.

The run gives 457.3 ps for the worst hold margin. The routed design ends up with an antenna cell count of 0. Per the OpenROAD floorplan log, the area of the core is 19,400 um2. The multi-input gate area in the final layout is 4609 um2. By instance count, the cell type seen most on the critical path is sky130_fd_sc_hd__clkdlybuf4s50_1. Once the clock tree was built, the resizer swapped 0 gates to a different size.

Looking at the power breakdown, the clock network takes 39.1% of the total. Per the OpenROAD floorplan log, the width of the die is 142.6 um. Among all stages on the critical path, the maximum delay recorded is 990 ps. The count of final max-slew check failures came out at 0.

Nets still carrying antenna violations after routing amount to 0. The run finished with clean final reports. With the count of port buffers added during placement at 198, the iteration count of the initial detailed-routing pass is 4. The tree is rooted in a sky130_fd_sc_hd__clkbuf_16.

The clock H-tree reported by CTS has 4 levels. Buffers inserted during clock tree synthesis total 17. The via count of the first global-routing pass was 7,012; the overflow left after global routing was 0. Counting the warning lines in the Yosys log gives 4. Broken down by cell family, the worst path's largest delay share belongs to buffers and inverters. Per the skew report, the later register of the worst-skew pair sees a clock latency of 410 ps. Per the Yosys statistics, synthesis produced 991 cells. The report lists the number of standard-cell rows as 51. The logs give 24.52% for the overall fraction of global-route tracks in use and 0.9320 for the routability-driven placement congestion ratio. Post-synth tally of flip-flops with integrated enable: 0.

The run gives 3.924 nW for the leakage dissipation. The actual transition at the worst max-transition pin was 803.0 ps; the worst hold path stage count was 2. In this run the layout overhead on the synthesized area is reported as 31.92%. The critical path is of the input pin to primary output type. After floorplanning, the die was sized to cover 20,330 um2. The height of the chip works out to 142.6 um.

With the remaining routing DRC violations at 0, the headroom to the max-slew limit is 46.30%. Summed over all failing endpoints, the final setup total negative slack is 0 ps. The violation tally recorded at the end of detailed-routing iteration 0 is 316. The average instance in the mapped netlist occupies 7.979 um2. Per the STA report, the cell with the highest stage delay on the worst path is sky130_fd_sc_hd__clkdlybuf4s50_1. The run gives 2623 um2 for the storage element area. The launch point of the worst min-delay path is recorded as in4[9]. Combinational share of power: 23.0%. The tools report the worst reg-to-reg setup slack as 4330 ps. Dividing the detail-routed via count by the number of cells gives 5.255. The tools report the endpoint of the worst register-to-register path as u_sort4.num1[13]. The worst-case IR drop observed on VDD is 0.0001352 V. The run gives 0 for the initial antenna violation count.

STA classifies the critical path endpoint as a primary output. Setup repair after global routing left no endpoint under its margin. The script extracted a net switching power of 0.5980 mW. The number of cells in the finished layout apart from fillers was 1,406; the number of filler cells placed in the layout was 1,864. The hold violation count in the final report is 0. For the total wirelength of the detailed-routed design, the log shows 23,680 um. Looking at the reg2reg group, the worst path starts from u_sort4.num2[11]. The tools report the HPWL after detailed placement as 16,750 um. For the buffer count from post-CTS setup fixing, the log shows 0. The startpoint type of the worst setup path was an input pin.

With the total cell area at the placement stage at 9853 um2, the worst-case clock buffer depth is 2. STA puts the critical path data required time at 6080 ps. The maximum net fanout on the critical path was 32. For the finished layout, the period the worst path requires is 4720 ps.

Yosys reported that registers with async set or reset make up 0%. Per the post-run analysis, buffers plus inverters along the critical path come to 2. Per STA, the worst path is made up of clkdlybuf4s50_1, and2_1, clkdlybuf4s50_1. Between clock sinks in the finished design, the worst skew comes to 7.560 ps. The number of cells on the worst reg-to-reg path is 9. In the Yosys stats the netlist draws on 46 distinct library cells. Once layout is complete, the utilization of the core stands at 53.77%. The layout stage reports a final design area of 10,430 um2. Before CTS, the worst setup slack after placement is 2873 ps. In this run, placement finished with an instance count of 1,374. The synthesized netlist handed to floorplanning was reported with a cell count of 991. Hold analysis lists the worst path endpoint as u_sort4.num4[9]. The routed layout has 7,388 vias. The largest net degree at the start of global routing was 66; the switching part of the total power was 28.77%.

The run gives 29 for the tool warning count. The tools report the total I/O pin count as 200. According to the hold report, the worst path is of the register to register type.

The clock slew at the register clock pins of the worst setup and hold paths is 50 ps, and the share of post-route cells with drive strength above 1 is 5.521%. Power spread over the standard cell area amounts to 199.3 nW/um2. The end-of-flow timing check tallies setup violations at 0. The area recorded from the Yosys report for this design is 7908 um2. The critical path starts at send_right. The arrival time reported for the critical path endpoint came out at 3200 ps. With the total internal power at 1.481 mW, the final critical-path share of the clock period is 62.11%. The number of maximum-capacitance constraint violations was 0; the worst setup slack after layout was 2880 ps. The tools report the core utilization at floorplan as 40.76%. Power comes to 2.079 mW. For the hold buffer count at CTS, the log shows 0.
tightest hold or removal path: cells and delay by family (launching register included):
| kind | cells | cell delay [ps] |
|---|---|---|
| flip-flops | 1 | 290 |
| AND-OR/OR-AND | 1 | 70 |
| AND/OR/NAND/NOR | 1 | 50 |
power by group through the flow:
stage / Clock [mW] / Combinational, mW / Sequential (mW)
after CTS: 0.830 / 0.478 / 0.788
after global routing: 0.856 / 0.538 / 0.793
final: 0.814 / 0.478 / 0.787
worst max path at each step:
stage	endpoint	slack (ps)	depth (start not counted)
4_1_cts	out_right1[13]	2870	3
5_1_grt	out_right1[1]	2730	3
6_report	out_right1[13]	2880	3
cells in the mapped netlist (19+ instances only):
master | number | share of area, %
sky130_fd_sc_hd__nor2_1 | 141 | 6.7
sky130_fd_sc_hd__dfxtp_1 | 131 | 33
sky130_fd_sc_hd__nand2_1 | 101 | 4.8
sky130_fd_sc_hd__a21oi_1 | 86 | 5.4
sky130_fd_sc_hd__and2_1 | 83 | 6.6
sky130_fd_sc_hd__inv_1 | 56 | 2.7
sky130_fd_sc_hd__ha_1 | 53 | 8.4
sky130_fd_sc_hd__clkbuf_1 | 47 | 2.2
sky130_fd_sc_hd__mux2i_1 | 43 | 5.4
sky130_fd_sc_hd__buf_4 | 33 | 3.1
sky130_fd_sc_hd__a311oi_1 | 23 | 2.5
sky130_fd_sc_hd__o211ai_1 | 19 | 1.8
final cells by class:
type,count,share of cell area [%]
sequential,131,25.14
timing repair buffer,213,19.94
multi-input combinational,709,44.19
clock buffer,22,4.258
inverter,56,2.015
tap,265,3.179
clock inverter,10,1.283
kinds of logic after synthesis:
family	synth area share (%)
compound gates	22.58
fa+ha+maj	8.386
buf+inv	8.940
flops	33.16
mux	5.585
simple gates	21.34
sequential cells by signal (all words and copies together) (netlist names):
signal / flops
in3: 16
in4: 16
num1: 16
num2: 16
u_sort4.cnt: 3
u_sort4.num1: 16
u_sort4.num2: 16
u_sort4.num3: 16
u_sort4.num4: 16
metal layers:
metal / vias to the layer above / wire (um) / GRT usage, %
li1: 3735 / - / -
met1: 3487 / 10950 / 35.94
met2: 145 / 11550 / 40.17
met3: 21 / 832 / 3.084
met4: 0 / 343 / 3.452
met5: - / 0 / 0
cell usage in the layout (no fill, tap or decap), types with 4 or more instances in the layout:
| cell | n |
|---|---|
| sky130_fd_sc_hd__dfxtp_1 | 131 |
| sky130_fd_sc_hd__or3_1 | 10 |
| sky130_fd_sc_hd__inv_1 | 56 |
| sky130_fd_sc_hd__nand2_1 | 101 |
| sky130_fd_sc_hd__mux2i_1 | 43 |
| sky130_fd_sc_hd__o221ai_1 | 16 |
| sky130_fd_sc_hd__o21ai_0 | 12 |
| sky130_fd_sc_hd__clkdlybuf4s50_1 | 195 |
| sky130_fd_sc_hd__nand4_1 | 11 |
| sky130_fd_sc_hd__a221oi_1 | 15 |
| sky130_fd_sc_hd__a22oi_1 | 16 |
| sky130_fd_sc_hd__nand3_1 | 4 |
| sky130_fd_sc_hd__buf_4 | 15 |
| sky130_fd_sc_hd__ha_1 | 53 |
| sky130_fd_sc_hd__nor2b_1 | 5 |
| sky130_fd_sc_hd__o22a_1 | 6 |
| sky130_fd_sc_hd__clkinv_2 | 4 |
| sky130_fd_sc_hd__a311oi_1 | 23 |
| sky130_fd_sc_hd__a21oi_1 | 86 |
| sky130_fd_sc_hd__clkbuf_16 | 17 |
| sky130_fd_sc_hd__o211ai_1 | 19 |
| sky130_fd_sc_hd__and2_1 | 83 |
| sky130_fd_sc_hd__a311oi_2 | 10 |
| sky130_fd_sc_hd__nor2_1 | 140 |
| sky130_fd_sc_hd__a41oi_1 | 11 |
| sky130_fd_sc_hd__a21o_1 | 12 |
| sky130_fd_sc_hd__clkbuf_1 | 5 |
Power figures rest on the tool's default switching activity, not on a simulated workload.
